### /design/flow/run.sh
#!/bin/bash
# OpenROAD 26Q1-2900-gdf79404cd8, Yosys 0.63+post, stock flow scripts
make -C /OpenROAD-flow-scripts/flow DESIGN_CONFIG=/design/flow/config.mk WORK_HOME=/design/flow/orfs finish
### /design/flow/config.mk
export PLATFORM = sky130hd
export DESIGN_NAME = test1
export DESIGN_NICKNAME = test1
export VERILOG_FILES = /design/flow/design.v
export SDC_FILE = /design/flow/constraint.sdc
export NUM_CORES = 4
export LEC_CHECK = 1
export CORE_AREA = 10 10 86 86
export DIE_AREA = 0 0 96 96
### /design/flow/constraint.sdc
current_design test1

set clk_period 4.1
set clk_io_pct 0.2

create_clock -name clk0 -period $clk_period

set non_clock_inputs [all_inputs -no_clocks]
set_input_delay [expr $clk_period * $clk_io_pct] -clock clk0 $non_clock_inputs
set_output_delay [expr $clk_period * $clk_io_pct] -clock clk0 [all_outputs]
### /design/flow/design.v
`timescale 1ns / 1ps
module test1 (
    input wire signed [3:0] a,
    input wire signed [3:0] b,
    output wire signed [7:0] y,
    output wire overflow
);
  wire [3:0] low_MSB;
  assign y = a * b;
  assign low_MSB = y[3] ? 4'b1111 : 4'b0000;
  assign overflow = |(y[7:4] ^ low_MSB);
endmodule
==> results.yml <==
# synthesis and place-and-route metrics
logic_synthesis:
  ys_seq_share: 0
  top_area_frac: 0.301
  syn-cell-area_um2: 599
  topCellsByArea: "fa_1 (30%), ha_1 (25%), inv_1 (11%)"
  xor_share: 0.102
  aoi_share: 0.0543
  synth_chip_area_um2: 599
  top_cells_by_count: "inv_1 (17), ha_1 (12), fa_1 (9)"
  ys_cells: 68
  syn-instance-count: 68
  ys_top_logic_family: "adder cells"
  synth_area_per_cell_um2: 8.81
  yosysUniqueCellTypes: 17
  yosys.cell_count.top_type: "inv_1"
  top_area_cell: "fa_1"
  ys_warn_count: 0
  adder_share: 0.551
  muxShareOfSynthArea: 0.0167
  simple_gate_area_frac: 0.169
die:
  fp_util: 0.108
  dieArea_um2: 9220
  die_h_um: 96
  rows: 27
  core_um2: 5540
  die_width_um: 96
  io_pins: 17
run_status:
  violations: "negative setup slack"
  status: "complete, but fails checks"
detailed_routing:
  drt_first_pass_iters: 3
  num_vias: 555
  post_drt_wl_per_cell_um: 7.76
  routed.top_layer: "met3"
  drtIter0Drc: 5
  route.met2.wl_um: 680
  wl_met3_um: 93
  wl_met1_um: 623
  via_per_inst: 3.08
  drc: 0
  drtAntennaViolNets: 0
  drt_wl_total_um: 1400
sta:
  period_minus_slack_ps: 4730
  fmax_mhz: 211
  maxSlewViolCount: 0
  setup_tns_ps: -2430
  maxSlewHeadroom: 0.830
  hold_violations: 0
  period_used_share: 1.15
  finalSetupViolCount: 5
  rsz0062_at_grt: "true"
  tightest_slew_ps: 253
  hold_slack_ps: 2380
  fin_ws_ps: -633
critical_path:
  worstPathRequired_ps: 3280
  worstPathMaxFanout: 3
  worstPathArrival_ps: 3910
  endpoint_kind: "output pin"
  path_class: "in2out"
  start_kind: "input port"
placement:
  numPortBuffers: 17
  hpwl_um: 1210
  post-place-ws_ps: -1480
  dp_cells: 174
  place.gp.congestion: 0.794
finish:
  seq_area_um2: 0
  final_cells: 180
  ff_count: 0
  final_layout_size_suffix_gt1_frac: 0.495
  syn_to_final_growth_pct: 87.9
  nClkBuffers: 0
global_routing:
  antenna_found_initial: 1
  grt_usage: 0.0264
  grt_pass1_wl_um: 2050
  overflow: 0
  grt_max_degree: 5
  grt_pass1_vias: 483
pwr:
  p_per_area_nw_per_um2: 320
  ir_worst_vdd_mv: 0.170
  p_leak_nw: 0.560
clock_tree:
  ctsHoldBuffers: 0
job:
  warnings: 35
  drv_cap: 0
worst_hold_path:
  min_path_type: "in2out"
## final timing paths
kind	start	end	cells past startpoint
setup / recovery	a[0]	overflow	16
hold / removal	a[0]	y[0]	4
## placed cells by master, fill, tap and decap left out
master and instances:
clkdlybuf4s15_2 2, clkbuf_2 1, inv_2 4, clkdlybuf4s50_1 5
dlygate4sd2_1 2, and4_1 1, o21bai_1 1, a21oi_4 1
a21oi_2 1, fa_2 1, ha_1 8, xor2_1 2
buf_4 18, nor4_2 1, fa_1 8, ha_4 4
and2_4 2, xnor2_2 2, xnor2_1 3, buf_2 4
and2_1 6, buf_6 7, nand2_2 3, nand2b_4 1
and2_2 1, mux2i_1 1, a21o_1 2, diode_2 1
nor2_1 2, inv_1 13
## timing repair
item	CTS	global route
buffers inserted	6	1
pin swaps	17	6
endpoints found under the setup margin	6	5
resized	49	9
## critical path: stages
cell and delay [ps]:
buf_6 90, nand2b_4 130, fa_1 550, fa_1 420, fa_1 450, inv_2 80, ha_4 120, inv_2 40
fa_2 390, buf_6 120, xor2_1 140, inv_1 90, buf_4 140, nor4_2 120, mux2i_1 90, buf_2 120
## metrics by stage
| step | cell area (um^2) | utilization | power [W] |
|---|---|---|---|
| floorplan | 616 | - | 0.000109 |
| global placement | 1000 | 0.181 | 0.000262 |
| finish | 1130 | 0.203 | 0.000360 |
| detailed placement | 1000 | 0.181 | 0.000261 |
| CTS | 1080 | 0.195 | 0.000328 |
| global route | 1130 | 0.203 | 0.000397 |
## per-layer routing
| metal | vias up | GRT usage |
|---|---|---|
| li1 | 294 | - |
| met2 | 6 | 0.0465 |
| met5 | - | 0 |
| met4 | 0 | 0 |
| met3 | 0 | 0.00393 |
| met1 | 255 | 0.0353 |
## cells by family after synthesis
kind of cell	count (synthesis)
AND-OR/OR-AND	5
XOR/XNOR	7
adder cells (fa/ha/maj)	21
buffers and inverters	17
multiplexers	1
AND/OR/NAND/NOR	17
## power breakdown
group	internal, W	switching (W)	total, W
Combinational	0.000230	0.000130	0.000360
Sequential	0	0	0
Clock	0.0000000000326	0	0.0000000000326
## area by class of cell
class / count / area (um^2)
inverters: 17 / 63.8
well taps: 72 / 90.1
fillers: 611 / 4410
diodes: 1 / 2.50
repair buffers: 39 / 329
multi-input cells: 51 / 641
No activity file was given, so power comes from the tool's default toggle rates.
