==> /design/flow/design.v <==
`timescale 1ns / 1ps
module ALU(
    output reg zero,
    output reg signed[31:0] result,
    output reg ovf,
    input wire signed[31:0] op1,
    input wire signed[31:0] op2,
    input wire[3:0] alu_op
);
parameter[3:0] ALUOP_AND = 4'b1000;
parameter[3:0] ALUOP_OR = 4'b1001;
parameter[3:0] ALUOP_NOR = 4'b1010;
parameter[3:0] ALUOP_NAND = 4'b1011;
parameter[3:0] ALUOP_XOR = 4'b1100;
parameter[3:0] ALUOP_ADD = 4'b0100;  
parameter[3:0] ALUOP_SUB = 4'b0101;  
parameter[3:0] ALUOP_MUL = 4'b0110;  
parameter[3:0] ALUOP_LRS = 4'b0000;  
parameter[3:0] ALUOP_LLS = 4'b0001;  
parameter[3:0] ALUOP_ARS = 4'b0010;  
parameter[3:0] ALUOP_ALS = 4'b0011;  
reg signed [63:0] extended_product;
reg [31:0] prod_low_MSB_ext; 
always @ (op1, op2, alu_op)
    begin
        case (alu_op)
            ALUOP_AND   : result = op1 & op2;
            ALUOP_OR    : result = op1 | op2;
            ALUOP_NOR   : result = ~(op1 | op2);
            ALUOP_NAND  : result = ~(op1 & op2);
            ALUOP_XOR   : result = op1 ^ op2;
            ALUOP_ADD   : begin 
                result = op1 + op2;
                ovf = (op1[31] == op2[31]) && (result[31] != op1[31]);
            end
            ALUOP_SUB   : begin 
                result = op1 + (~op2 + 1);  
                ovf = (op1[31] != op2[31]) && (result[31] != op1[31]);
            end
            ALUOP_MUL   : begin
                extended_product = op1 * op2;
                prod_low_MSB_ext = extended_product[31] ? {32{1'b1}} : {32{1'b0}};
                ovf = |(extended_product[63:32] ^ prod_low_MSB_ext);
                result = extended_product[31:0];
            end
            ALUOP_LLS   : begin
                result = op1 << op2[4:0];
                ovf = (op1[31] == result[31]) ? 0 : 1;
            end
            ALUOP_LRS   : begin
                result = op1 >> op2[4:0];
                ovf = (op1[31] == result[31]) ? 0 : 1;
            end
            ALUOP_ALS   : begin
                result = op1 <<< op2[4:0];
                ovf = (op1[31] == result[31]) ? 0 : 1;
            end
            ALUOP_ARS   : begin
                result = op1 >>> op2[4:0];
                ovf = 0;
            end
            default     : begin
                result = {32{1'b0}};
                zero = 1'b1;
                ovf = 0;
            end
        endcase
        zero = 0;
        if (result == {32{1'b0}})
            zero = 1;
    end
endmodule
`timescale 1ns / 1ps
module calc(
    input wire clk,
    input wire btnc,
    input wire btnac,
    input wire btnl,
    input wire btnr,
    input wire btnd,
    input wire[15:0] sw,
    output wire[15:0] led
);
wire zero_calc, ovf_calc;
wire[31:0] alu_result;
reg[15:0] accumulator;
wire[31:0] accumulator_extended;
wire[31:0] sw_extended;
wire[3:0] alu_op_calc;
alu_op_enc enc (
 .alu_op(alu_op_calc),
 .btnl_enc(btnl),
 .btnr_enc(btnr),
 .btnd_enc(btnd)
 );
 ALU alu (
 .zero(zero_calc), 
 .result(alu_result), 
 .ovf(ovf_calc),
 .op1(accumulator_extended),
 .op2(sw_extended),
 .alu_op(alu_op_calc)
 );
assign sw_extended = { {16{sw[15]}}, sw};
assign led = accumulator;
assign accumulator_extended = { {16{accumulator[15]}}, accumulator};
always @ (posedge clk)
    begin
        if (btnac == 1'b1)
            accumulator <= {16{1'b0}};
        else if (btnc == 1'b1)
            accumulator <= alu_result[15:0];
    end
endmodule
`timescale 1ns / 1ps
module alu_op_enc(
    output wire[3:0] alu_op,
    input wire btnl_enc,
    input wire btnr_enc,
    input wire btnd_enc
);
wire btnl_n, btnr_n, btnd_n; 
not N1 (btnl_n, btnl_enc);
not N2 (btnr_n, btnr_enc);
not N3 (btnd_n, btnd_enc);
wire m01, mo2, mo3;  
and A01 (mo1, btnl_enc, btnr_enc);
and A02 (mo2, btnl_n, btnd_enc);
and A03 (mo3, mo1, btnd_n);
or O01 (alu_op[0], mo2, mo3);
wire m11;
or O11 (m11, btnr_n, btnd_n);
and A11 (alu_op[1], m11, btnl_enc);
wire m21, m22, m22_n, m23;
and A21 (m21, btnl_n, btnr_enc);
xor XO21 (m22, btnr_enc, btnd_enc);
not N21 (m22_n, m22);
and A22 (m23, btnl_enc, m22_n);
or O21 (alu_op[2], m21, m23);
wire m31, m32;
and A31 (m31, btnl_enc, btnr_enc);
and A32 (m32, btnl_enc, btnd_enc);
or O31 (alu_op[3], m31, m32);
endmodule
==> /design/flow/run.sh <==
#!/bin/bash
# OpenROAD 26Q1-2900-gdf79404cd8, Yosys 0.63+post, stock flow scripts
make -C /OpenROAD-flow-scripts/flow DESIGN_CONFIG=/design/flow/config.mk WORK_HOME=/design/flow/orfs finish
==> /design/flow/config.mk <==
export PLATFORM = sky130hd
export DESIGN_NAME = calc
export DESIGN_NICKNAME = calc
export VERILOG_FILES = /design/flow/design.v
export SDC_FILE = /design/flow/constraint.sdc
export NUM_CORES = 4
export LEC_CHECK = 1
export CORE_UTILIZATION = 50
==> /design/flow/constraint.sdc <==
current_design calc

set clk_period 11.4
set clk_io_pct 0.2

create_clock -name clk0 -period $clk_period [get_ports {clk}]

set non_clock_inputs [all_inputs -no_clocks]
set_input_delay [expr $clk_period * $clk_io_pct] -clock clk0 $non_clock_inputs
set_output_delay [expr $clk_period * $clk_io_pct] -clock clk0 [all_outputs]
==> impl_metrics.tcl <==
# place-and-route summary
set metrics [dict create \
    status "finished, final reports clean" \
    yosysTopAreaCell "fa_1" \
    drt_iter0_drc 844 \
    setup_viol_count_final 0 \
    wl_um 34570 \
    fin_worst_skew_ps 5.879 \
    drt_pass1_iterations 5 \
    max_slew_margin 0.3506 \
    final_cells 1399 \
    grt_max_degree 46 \
    tightest_slew_ps 963.9 \
    viasPerCell 6.317 \
    critPathKind "in -> reg" \
    syn_avg_cell_area_um2 7.529 \
    cts_buffer_depth 2 \
    drive_above_1_share 0.06814 \
    power_switching_mw 0.3227 \
    ys_types 83 \
    cts_tree "yes" \
    cts-hold-fix-buffers 0 \
    cts_sinks 16 \
    critPathCaptureType "register" \
    power_frac_seq 0.110 \
    finalHoldViolCount 0 \
    rows 48 \
    synth.cell_area_mm2 0.008877 \
    warnings 58 \
    utilization 0.5448 \
    htree_levels 1 \
    vias 8837 \
    tns_ps 0 \
    io_buffers 37 \
    diodes 0 \
    initial_core_util 0.5132 \
    report.final.slew_viol_count 0 \
    synth.most_common_cell "inv_1" \
    rsz0062_at_grt "false" \
    synthFlopType "dfxtp_1" \
    power_frac_clock 0.124 \
    io_pins 38 \
    worstPathMaxFanout 18 \
    grt_use_total 0.4154 \
    peakVddDrop_mv 0.04346 \
    async_flop_share 0 \
    netlist_instances 1179 \
    edf_count 0 \
    fin_crit_sh 0.7509 \
    grt_pass1_vias 8756 \
    p_per_area_mw_per_mm2 64.53 \
    cp.arrival_ps 8720 \
    hold_path_class "reg -> reg" \
    reg.largest.list "accumulator: 16 flops" \
    globalplace.congestion 1.046 \
    combinationalPowerShare 0.766 \
    dieWidth_um 135.2 \
    finalCriticalPeriod_ps 8560 \
    ant_nets 0 \
    ys_cells 1179 \
    cap_viol_max_count 0 \
    start_kind "primary input" \
    synth_seq_share 0.03608 \
    core_mm2 0.01730 \
    die_h_um 135.2 \
    synth_flops 16 \
    ys_area_mm2 0.008877 \
    largest_reg_flops 16 \
    cts_root_buf "clkbuf_16" \
    hpwl_um 25100 \
    chip_area_mm2 0.01829 \
    worstSkewPairLatency_ps 260 \
    yosys-top-cells-count "inv_1 (166), nand2_1 (136), nor2_1 (126)" \
    internal_power_mw 0.2854 \
    netlist.area_leader.share 0.1804 \
    place_inst 1396 \
    critPathRequiredTime_ps 11560 \
    grt_pass1_wl_um 53340 \
    numCtsBuffers 3 \
    top_register "accumulator" \
    drc 0 \
    post_cts_buffers 0 \
    sw_frac_of_total 0.5306 \
    drt-wirelength-per-cell_um 24.71 \
    antenna_found_initial 0 \
    yosysWarnings 3 \
    clk_pin_slew_ps 60 \
    topCellsByArea "fa_1 (18%), ha_1 (16%), inv_1 (7.0%)" \
    max_freq_mhz 116.8 \
    p_leak_nw 4.215 \
    area_delta_synth_final_pct 6.145 \
    overflow 0 \
    post_cts_resized 0 \
]
-- placed cells by master (no fill, tap or decap), types with 14 or more instances in the layout --
cell type        synthesis  layout
nor3_1                  20      20
a211oi_1                20      20
mux4_2                  14      14
dfxtp_1                 16      16
fa_1                    80      80
xnor2_1                 34      34
clkdlybuf4s50_1          0      33
a21oi_1                 69      69
ha_1                   112     112
nand3_1                 14      14
a221oi_1                24      24
nand2_1                136     136
inv_1                  166     166
o21ai_0                 49      49
buf_4                    2      30
mux2i_1                 21      21
nor2_1                 126     126
-- cells by family after synthesis --
family	share of synthesized area
xor gates and xnor gates	0.04243
DFF	0.03608
buffers and inverters	0.1180
AOI/OAI and AO/OA	0.2086
adders and majority gates	0.3383
and+or+nand+nor	0.1877
muxes	0.06892
-- area by class of cell --
| type | count | area (um2) |
|---|---|---|
| clock buffer | 3 | 75.07 |
| fill | 1743 | 7874 |
| inverter | 173 | 649.4 |
| multi-input combinational | 915 | 7521 |
| sequential | 16 | 320.3 |
| tap | 225 | 281.5 |
| timing repair buffer | 67 | 575.6 |
-- worst max-delay path: stages --
cell	delay [ps]
clkdlybuf4s50_1	850
inv_1	890
nor2_1	140
fa_1	570
inv_1	50
fa_1	450
fa_1	490
fa_1	540
inv_1	50
fa_1	470
inv_1	50
fa_1	470
inv_1	40
ha_1	340
nand3_1	80
nor3_1	240
nor3_1	110
xnor2_1	220
a221oi_1	110
a221oi_1	280
-- metal layers --
metal | up-vias | wire length [um] | track usage
li1 | 4014 | - | -
met1 | 4187 | 14070 | 0.5888
met2 | 526 | 15080 | 0.6137
met3 | 110 | 3994 | 0.1310
met4 | 0 | 1419 | 0.1429
met5 | - | 0 | 0
-- power groups by stage --
stage / clock network [mW] / registers, mW / logic [mW]
after global routing: 0.0764 / 0.0673 / 0.514
after CTS: 0.0746 / 0.0668 / 0.457
final: 0.0757 / 0.0668 / 0.466
-- through the flow --
step / area (um2) / setup slack [ps] / hold WS [ps] / total power [mW]
3_5_place_dp: 9348 / 2667 / 705.2 / 0.5217
3_3_place_gp: 9348 / 2811 / 703.2 / 0.5235
2_1_floorplan: 8877 / 3641 / 577.7 / 0.3920
6_report: 9423 / 2840 / 726.1 / 0.6080
5_1_grt: 9423 / 2489 / 741.8 / 0.6573
4_1_cts: 9423 / 2886 / 717.0 / 0.5989
-- worst paths after layout --
path / slack [ps] / to / depth (start not counted) / start
max: 2840 / accumulator[12]$_SDFFE_PP0P_ / 20 / sw[4]
min: 730 / accumulator[0]$_SDFFE_PP0P_ / 3 / accumulator[0]$_SDFFE_PP0P_
max reg2reg: 5540 / accumulator[13]$_SDFFE_PP0P_ / 21 / accumulator[3]$_SDFFE_PP0P_
min reg2reg: 730 / accumulator[0]$_SDFFE_PP0P_ / 3 / accumulator[0]$_SDFFE_PP0P_
Power figures rest on the tool's default switching activity, not on a simulated workload.
