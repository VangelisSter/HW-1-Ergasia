<file path="run.sh">
#!/bin/bash
# OpenROAD 26Q1-2900-gdf79404cd8, Yosys 0.63+post, stock flow scripts
make -C /OpenROAD-flow-scripts/flow DESIGN_CONFIG=/design/flow/config.mk WORK_HOME=/design/flow/orfs finish
</file>
<file path="config.mk">
export PLATFORM = sky130hd
export DESIGN_NAME = mac_unit
export DESIGN_NICKNAME = mac_unit
export VERILOG_FILES = /design/flow/design.v
export SDC_FILE = /design/flow/constraint.sdc
export NUM_CORES = 4
export LEC_CHECK = 1
export CORE_UTILIZATION = 50
</file>
<file path="constraint.sdc">
current_design mac_unit

set clk_period 41.5
set clk_io_pct 0.2

create_clock -name clk0 -period $clk_period

set non_clock_inputs [all_inputs -no_clocks]
set_input_delay [expr $clk_period * $clk_io_pct] -clock clk0 $non_clock_inputs
set_output_delay [expr $clk_period * $clk_io_pct] -clock clk0 [all_outputs]
</file>
<file path="design.v">
`timescale 1ns / 1ps
module ALU(
    output reg zero,
    output reg signed[31:0] result,
    output reg ovf,
    input wire signed[31:0] op1,
    input wire signed[31:0] op2,
    input wire[3:0] alu_op
);
parameter[3:0] ALUOP_AND = 4'b1000;
parameter[3:0] ALUOP_OR = 4'b1001;
parameter[3:0] ALUOP_NOR = 4'b1010;
parameter[3:0] ALUOP_NAND = 4'b1011;
parameter[3:0] ALUOP_XOR = 4'b1100;
parameter[3:0] ALUOP_ADD = 4'b0100;  
parameter[3:0] ALUOP_SUB = 4'b0101;  
parameter[3:0] ALUOP_MUL = 4'b0110;  
parameter[3:0] ALUOP_LRS = 4'b0000;  
parameter[3:0] ALUOP_LLS = 4'b0001;  
parameter[3:0] ALUOP_ARS = 4'b0010;  
parameter[3:0] ALUOP_ALS = 4'b0011;  
reg signed [63:0] extended_product;
reg [31:0] prod_low_MSB_ext; 
always @ (op1, op2, alu_op)
    begin
        case (alu_op)
            ALUOP_AND   : result = op1 & op2;
            ALUOP_OR    : result = op1 | op2;
            ALUOP_NOR   : result = ~(op1 | op2);
            ALUOP_NAND  : result = ~(op1 & op2);
            ALUOP_XOR   : result = op1 ^ op2;
            ALUOP_ADD   : begin 
                result = op1 + op2;
                ovf = (op1[31] == op2[31]) && (result[31] != op1[31]);
            end
            ALUOP_SUB   : begin 
                result = op1 + (~op2 + 1);  
                ovf = (op1[31] != op2[31]) && (result[31] != op1[31]);
            end
            ALUOP_MUL   : begin
                extended_product = op1 * op2;
                prod_low_MSB_ext = extended_product[31] ? {32{1'b1}} : {32{1'b0}};
                ovf = |(extended_product[63:32] ^ prod_low_MSB_ext);
                result = extended_product[31:0];
            end
            ALUOP_LLS   : begin
                result = op1 << op2[4:0];
                ovf = (op1[31] == result[31]) ? 0 : 1;
            end
            ALUOP_LRS   : begin
                result = op1 >> op2[4:0];
                ovf = (op1[31] == result[31]) ? 0 : 1;
            end
            ALUOP_ALS   : begin
                result = op1 <<< op2[4:0];
                ovf = (op1[31] == result[31]) ? 0 : 1;
            end
            ALUOP_ARS   : begin
                result = op1 >>> op2[4:0];
                ovf = 0;
            end
            default     : begin
                result = {32{1'b0}};
                zero = 1'b1;
                ovf = 0;
            end
        endcase
        zero = 0;
        if (result == {32{1'b0}})
            zero = 1;
    end
endmodule
`timescale 1ns / 1ps
module mac_unit(
    input wire signed[31:0] op1,
    input wire signed[31:0] op2,
    input wire signed[31:0] op3,
    output wire[31:0] total_result,
    output wire zero_mul,
    output wire zero_add,
    output wire ovf_mul,
    output wire ovf_add
);
wire signed[31:0] mul_temp_result;
parameter[3:0] ALUOP_MUL = 4'b0110;  
parameter[3:0] ALUOP_ADD = 4'b0100;  
ALU MUL_ALU(
    .zero(zero_mul),
    .result(mul_temp_result),
    .ovf(ovf_mul),
    .op1(op1),
    .op2(op2),
    .alu_op(ALUOP_MUL)
);
ALU ADD_ALU(
    .zero(zero_add),
    .result(total_result),
    .ovf(ovf_add),
    .op1(mul_temp_result),
    .op2(op3),
    .alu_op(ALUOP_ADD)
);
endmodule
</file>
==> run_summary.xml <==
<?xml version="1.0" encoding="UTF-8"?>
<metrics>
  <group name="run_status">
    <metric name="outcome" unit="">completed</metric>
  </group>
  <group name="final_timing">
    <metric name="slew_headroom" unit="%">42.8</metric>
    <metric name="timing.final.hold_violations" unit="">0</metric>
    <metric name="whs" unit="ns">17.59</metric>
    <metric name="final-max-slew-violation-count" unit="">0</metric>
    <metric name="final_period_minus_worst_setup_slack" unit="ns">27.08</metric>
    <metric name="finalSetupViolCount" unit="">0</metric>
    <metric name="max_freq" unit="MHz">36.9</metric>
    <metric name="fin_crit_sh" unit="%">65.3</metric>
    <metric name="rsz0062_at_grt" unit="">no</metric>
    <metric name="worst_pin_slew" unit="ns">0.846</metric>
    <metric name="finalSetupTns" unit="ns">0</metric>
  </group>
  <group name="detailed_routing">
    <metric name="via_count" unit="">27600</metric>
    <metric name="drt-initial-drc-count" unit="">1146</metric>
    <metric name="via_per_inst" unit="">5.27</metric>
    <metric name="first_pass_iters" unit="">5</metric>
    <metric name="wirelength" unit="mm">103</metric>
    <metric name="antenna_nets_post_route" unit="">0</metric>
    <metric name="detail_route.wl_per_cell" unit="µm">19.6</metric>
    <metric name="detail_route.drc_violations" unit="">0</metric>
  </group>
  <group name="power">
    <metric name="p_per_area" unit="mW/mm²">626</metric>
    <metric name="leakage" unit="nW">19.1</metric>
    <metric name="netSwitchingFraction" unit="%">57.6</metric>
    <metric name="power_report.internal_total" unit="mW">11.0</metric>
    <metric name="switchingPower" unit="mW">14.9</metric>
    <metric name="power.ir.vdd_worst" unit="mV">1.33</metric>
  </group>
  <group name="yosys">
    <metric name="ys_seq_share" unit="%">0</metric>
    <metric name="syn_avg_cell_area" unit="µm²">9.26</metric>
    <metric name="chip_area_yosys" unit="mm²">0.0391</metric>
    <metric name="top_area_cell" unit="">sky130_fd_sc_hd__fa_1</metric>
    <metric name="top_cells_by_count" unit="">sky130_fd_sc_hd__fa_1 (1083), sky130_fd_sc_hd__inv_1 (943), sky130_fd_sc_hd__and2_1 (738), sky130_fd_sc_hd__nand2_1 (342), sky130_fd_sc_hd__ha_1 (217)</metric>
    <metric name="synthDistinctLibCells" unit="">76</metric>
    <metric name="post-synth-top-count-cell" unit="">sky130_fd_sc_hd__fa_1</metric>
    <metric name="netlist_top_cells_area" unit="">sky130_fd_sc_hd__fa_1 (55%), sky130_fd_sc_hd__and2_1 (12%), sky130_fd_sc_hd__inv_1 (9.1%), sky130_fd_sc_hd__ha_1 (6.9%), sky130_fd_sc_hd__nand2_1 (3.3%)</metric>
    <metric name="yosys_warnings" unit="">1</metric>
    <metric name="cell_count_in_the_yosys_report" unit="">4221</metric>
    <metric name="synth_cells" unit="">4221</metric>
    <metric name="yosys.area.top_type_share" unit="%">55.4</metric>
    <metric name="synth.cell_area" unit="mm²">0.0391</metric>
  </group>
  <group name="floorplanning">
    <metric name="die_width" unit="µm">282</metric>
    <metric name="core.rowCount" unit="">102</metric>
    <metric name="area_enclosed_by_the_die_boundary" unit="mm²">0.0793</metric>
    <metric name="floorplan.die.height" unit="µm">282</metric>
    <metric name="floorplan.core_area" unit="mm²">0.0775</metric>
    <metric name="floorplan.core_util" unit="%">50.5</metric>
    <metric name="io_pins" unit="">132</metric>
  </group>
  <group name="worst_setup_path">
    <metric name="cp_slowest_stage_delay" unit="ns">0.56</metric>
    <metric name="required" unit="ns">33.20</metric>
    <metric name="cpMostUsedCell" unit="">sky130_fd_sc_hd__fa_1</metric>
    <metric name="critPathKind" unit="">in -&gt; out</metric>
    <metric name="crit_path_end_kind" unit="">output port</metric>
    <metric name="worst_path_max_delay_cell" unit="">sky130_fd_sc_hd__fa_1</metric>
    <metric name="crit_fanout" unit="">32</metric>
    <metric name="cp.arrival" unit="ns">18.78</metric>
    <metric name="crit_path_start_kind" unit="">primary input</metric>
  </group>
  <group name="cells_and_area">
    <metric name="sequential_cell_area" unit="µm²">0</metric>
    <metric name="post_route_cells_drive_above_1_share" unit="%">2.17</metric>
    <metric name="layout-area-overhead-vs-synth" unit="%">5.85</metric>
    <metric name="postLayoutCellArea" unit="mm²">0.0414</metric>
    <metric name="seq_cell_count" unit="">0</metric>
    <metric name="final_util" unit="%">53.4</metric>
    <metric name="finalNonFillerCells" unit="">5244</metric>
    <metric name="clock_buffers" unit="">0</metric>
  </group>
  <group name="min_path">
    <metric name="hold_class" unit="">in -&gt; out</metric>
    <metric name="min_delay_path_depth" unit="">4</metric>
    <metric name="min_from" unit="">op3[31]</metric>
    <metric name="worst_hold_path.endpoint" unit="">ovf_add</metric>
  </group>
  <group name="grt">
    <metric name="grt_pass1_vias" unit="">30300</metric>
    <metric name="antenna_violations_before_repair" unit="">1</metric>
    <metric name="grt_max_degree" unit="">33</metric>
    <metric name="track_usage" unit="%">30.3</metric>
    <metric name="grt_pass1_wl" unit="mm">170</metric>
    <metric name="grt_remaining_overflow" unit="">0</metric>
  </group>
  <group name="clock_network">
    <metric name="cts_repair_resize_count" unit="">0</metric>
    <metric name="cts_hold_repair.buffers" unit="">0</metric>
    <metric name="cts_setup_buffers" unit="">0</metric>
  </group>
  <group name="flow_run">
    <metric name="cap_violations" unit="">0</metric>
    <metric name="number_of_warning_messages_in_the_logs" unit="">34</metric>
  </group>
  <group name="placed_design">
    <metric name="globalplace.congestion" unit="">0.980</metric>
    <metric name="detailed_place_hpwl" unit="mm">85.9</metric>
    <metric name="numPlacedInstances" unit="">5242</metric>
    <metric name="placement.cell_area" unit="mm²">0.0414</metric>
    <metric name="place.port_buffers" unit="">132</metric>
  </group>
</metrics>
-- layer usage --
metal,up-vias,wire [µm],share of wire (%),track usage (%)
met5,-,92,0.089,1.22
met4,2,1460,1.4,3.47
met3,101,11500,11,13.6
met2,953,48700,47,45.0
met1,14200,41200,40,45.4
li1,12400,-,-,-
-- worst max-delay path by stage --
stage | slack [ns] | cells past startpoint | startpoint | to
CTS | 14.46 | 36 | op1[13] | zero_add
finish | 14.42 | 36 | op1[13] | zero_add
global route | 13.68 | 36 | op1[7] | zero_add
-- cell type report --
cell class	instances	area, µm²
fill	7153	36100
inverter	946	3550
antenna	2	5.00
timing repair buffer	202	1850
tap	1040	1300
multi-input combinational	3054	34700
-- layout by cell type, fill, tap and decap left out, types with 6 or more instances in the layout --
cell / netlist / routed
sky130_fd_sc_hd__fa_1: 1083 / 1083
sky130_fd_sc_hd__inv_1: 943 / 943
sky130_fd_sc_hd__and2_1: 738 / 738
sky130_fd_sc_hd__nand2_1: 342 / 342
sky130_fd_sc_hd__ha_1: 217 / 217
sky130_fd_sc_hd__clkdlybuf4s50_1: 0 / 132
sky130_fd_sc_hd__a21oi_1: 95 / 95
sky130_fd_sc_hd__nor2_1: 75 / 75
sky130_fd_sc_hd__buf_4: 1 / 70
sky130_fd_sc_hd__xnor2_1: 63 / 63
sky130_fd_sc_hd__a21o_1: 36 / 36
sky130_fd_sc_hd__nand3_1: 28 / 28
sky130_fd_sc_hd__nor3_1: 27 / 27
sky130_fd_sc_hd__o21ai_1: 27 / 27
sky130_fd_sc_hd__o21ai_0: 27 / 27
sky130_fd_sc_hd__xor2_1: 25 / 25
sky130_fd_sc_hd__nand2b_1: 24 / 24
sky130_fd_sc_hd__nand4_1: 21 / 21
sky130_fd_sc_hd__o21bai_1: 17 / 17
sky130_fd_sc_hd__a211oi_1: 16 / 16
sky130_fd_sc_hd__o21a_1: 15 / 15
sky130_fd_sc_hd__or4_1: 14 / 14
sky130_fd_sc_hd__or3_1: 13 / 13
sky130_fd_sc_hd__a31oi_1: 12 / 12
sky130_fd_sc_hd__mux2i_1: 11 / 11
sky130_fd_sc_hd__o211ai_1: 8 / 8
sky130_fd_sc_hd__nor4_1: 8 / 8
sky130_fd_sc_hd__o2111ai_1: 7 / 7
sky130_fd_sc_hd__and3_1: 7 / 7
sky130_fd_sc_hd__o22ai_1: 6 / 6
sky130_fd_sc_hd__o31ai_1: 6 / 6
-- cells by family (layout without fill, tap and decap cells) --
logic type      after synthesis  after routing  share of synthesized area (%)
xor+xnor                     89             89                           2.01
mux                          11             11                          0.282
compound gates              324            324                           5.43
fa+ha+maj                  1300           1300                           62.4
buf+inv                    1167           1148                           11.3
other cells                   0              2                              0
simple gates               1330           1330                           18.6
-- worst max-delay path, delay by kind of cell --
| family | cells | cell delay (ns) |
|---|---|---|
| AOI/OAI and AO/OA | 6 | 1.37 |
| xor gates and xnor gates | 2 | 0.35 |
| adders and majority gates | 10 | 4.69 |
| buffers and inverters | 9 | 1.67 |
| and+or+nand+nor | 9 | 2.38 |
-- metrics by stage --
stage                     total power [mW]  setup WS [ns]
after global routing                  28.8          13.68
after global placement                25.9          14.63
after CTS                             26.0          14.46
final                                 25.9          14.42
after detailed placement              25.8          14.53
after floorplan                       17.7          16.49
-- power by group through the flow --
stage | combinational [mW] | sequential (mW) | clock [mW]
CTS | 26.0 | 0 | 0
global route | 28.8 | 0 | 0
Power is estimated from default activity; no workload was simulated.
